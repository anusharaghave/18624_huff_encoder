**design.v**
```verilog
`default_nettype none
module my_chip (
    input logic [11:0] io_in,  
    output logic [11:0] io_out,  
    input logic clock,
    input logic reset  
);
    huff_encoder DUT(.clk(clock), .reset(reset), .io_in(io_in), .io_out(io_out));  
endmodule
module huff_encoder (
	clk,
	reset,
	io_in,
	io_out
);
	input wire clk;
	input wire reset;
	input wire [11:0] io_in;
	output reg [11:0] io_out;
	reg [23:0] data_in;
	reg [8:0] freq_in;
	reg [1:0] count;
	reg [3:0] odd_idx;
	reg [3:0] even_idx;
	wire [56:0] initial_node;
	reg [2:0] state;
	reg [19:0] huff_tree [0:5];
	reg [56:0] in_huff_tree;
	wire [75:0] out_huff_tree;
	wire [18:0] merged_node;
	reg [8:0] encoded_value;
	reg [8:0] encoded_mask;
	reg done;
	reg [14:0] character;
	reg [2:0] encoded_value_h [0:5];
	reg [2:0] a;
	reg [2:0] b;
	reg [2:0] c;
	reg [2:0] encoded_value_l;
	reg [2:0] encoded_value_r;
	reg is_n_odd;
	freq_calc freq_calc_ins(
		.data_in(data_in),
		.freq_in(freq_in),
		.node(initial_node)
	);
	node_sorter node_sorter_ins(
		.clk(clk),
		.input_node(in_huff_tree[0+:57]),
		.output_node(out_huff_tree[19+:57])
	);
	merge_nodes merge_nodes_ins(
		.min_node(out_huff_tree[57+:19]),
		.second_min_node(out_huff_tree[38+:19]),
		.merged_node(merged_node)
	);
	always @(posedge clk) begin : huffman_enc
		if (reset) begin
			state <= 3'b001;
			a <= 3'd0;
			b <= 3'b000;
			c <= 3'b000;
			done = 'b0;
			begin : sv2v_autoblock_1
				reg signed [31:0] i;
				for (i = 0; i < 3; i = i + 1)
					begin
						encoded_value[(2 - i) * 3+:3] = 'b0;
						encoded_mask[(2 - i) * 3+:3] = 'b0;
						in_huff_tree[((2 - i) * 19) + 18-:5] = 'b0;
						in_huff_tree[((2 - i) * 19) + 13-:3] = 'b0;
						in_huff_tree[((2 - i) * 19) + 10] = 'b0;
						in_huff_tree[((2 - i) * 19) + 9-:5] = 'b0;
						in_huff_tree[((2 - i) * 19) + 4-:5] = 'b0;
						character[(2 - i) * 5+:5] = 'b0;
					end
			end
			begin : sv2v_autoblock_2
				reg signed [31:0] i;
				for (i = 0; i < 6; i = i + 1)
					begin
						encoded_value_h[i] = 'b0;
						huff_tree[i][19-:5] = 'b0;
						huff_tree[i][14] = 1'b0;
						huff_tree[i][3-:2] = 'b0;
						huff_tree[i][13-:5] = 'b0;
						huff_tree[i][8-:5] = 'b0;
						huff_tree[i][1-:2] = 'b0;
					end
			end
			encoded_value_l = 'b0;
			encoded_value_r = 'b0;
		end
		else
			case (state)
				3'b001: begin
					done = 'b0;
					io_out <= 'b0;
					a <= 'b0;
					b <= 'b0;
					if (io_in[11] == 1'b1) begin
						data_in[(2 - c) * 8+:8] <= io_in[7:0];
						freq_in[(2 - c) * 3+:3] <= io_in[10:8];
						c <= c + 1'b1;
					end
					state <= (c == 3 ? 3'b010 : 3'b001);
				end
				3'b010: begin
					count = 3;
					begin : sv2v_autoblock_3
						reg signed [31:0] i;
						for (i = 0; i < 3; i = i + 1)
							in_huff_tree[(2 - i) * 19+:19] = initial_node[(2 - i) * 19+:19];
					end
					state <= 3'b011;
				end
				3'b011: state <= 3'b100;
				3'b100: begin
					in_huff_tree[38+:19] = merged_node;
					in_huff_tree[0+:38] = out_huff_tree[0+:38];
					count = count - 1'b1;
					even_idx = count << 1'b1;
					odd_idx = even_idx + 1'b1;
					huff_tree[even_idx][19-:5] = out_huff_tree[75-:5];
					huff_tree[odd_idx][19-:5] = out_huff_tree[56-:5];
					huff_tree[even_idx][14] = out_huff_tree[67];
					huff_tree[odd_idx][14] = out_huff_tree[48];
					huff_tree[even_idx][13-:5] = out_huff_tree[66-:5];
					huff_tree[odd_idx][13-:5] = out_huff_tree[47-:5];
					huff_tree[even_idx][8-:5] = out_huff_tree[61-:5];
					huff_tree[odd_idx][8-:5] = out_huff_tree[42-:5];
					huff_tree[1][19-:5] = out_huff_tree[75-:5];
					huff_tree[1][14] = out_huff_tree[67];
					huff_tree[1][13-:5] = out_huff_tree[66-:5];
					huff_tree[1][8-:5] = out_huff_tree[61-:5];
					if (!(count[0] | count[1]))
						state <= 3'b101;
					else
						state <= 3'b011;
				end
				3'b101: begin
					begin : sv2v_autoblock_4
						reg signed [31:0] l;
						for (l = 5; l > 1; l = l - 1)
							begin : sv2v_autoblock_5
								reg signed [31:0] n;
								for (n = 1; n < 6; n = n + 1)
									if ((huff_tree[n][14] == 'b0) && ((huff_tree[n][13-:5] == huff_tree[l][19-:5]) || (huff_tree[n][8-:5] == huff_tree[l][19-:5])))
										huff_tree[l][3-:2] = n;
							end
					end
					begin : sv2v_autoblock_6
						reg signed [31:0] n;
						for (n = 2; n < 6; n = n + 1)
							huff_tree[n][1-:2] = huff_tree[huff_tree[n][3-:2]][1-:2] + 1'b1;
					end
					state <= 3'b110;
				end
				3'b110: begin
					begin : sv2v_autoblock_7
						reg signed [31:0] n;
						for (n = 2; n < 6; n = n + 1)
							begin
								encoded_value_l = encoded_value_h[huff_tree[n][3-:2]] << 1'b1;
								encoded_value_r = (encoded_value_h[huff_tree[n][3-:2]] << 1'b1) | 1'b1;
								is_n_odd = n[0];
								if (huff_tree[n][3-:2] != 1'b1)
									encoded_value_h[n] = (is_n_odd ? encoded_value_r : encoded_value_l);
								else if (huff_tree[n][3-:2] == 1'b1)
									encoded_value_h[n][0] = (is_n_odd ? 1'b1 : 1'b0);
							end
					end
					begin : sv2v_autoblock_8
						integer i;
						for (i = 0; i <= 2; i = i + 1)
							begin : sv2v_autoblock_9
								reg signed [31:0] n;
								for (n = 1; n < 6; n = n + 1)
									if ((huff_tree[n][19-:5] == data_in[((2 - i) * 8) + 3-:4]) && (huff_tree[n][14] == 'b1)) begin
										encoded_mask[(2 - i) * 3+:3] = (1'b1 << huff_tree[n][1-:2]) - 1'b1;
										encoded_value[(2 - i) * 3+:3] = encoded_value_h[n];
										character[(2 - i) * 5+:5] = huff_tree[n][19-:5];
									end
							end
					end
					state <= 3'b111;
				end
				3'b111: begin
					c <= 'b0;
					done = 1'b1;
					io_out[8:0] <= (b[0] == 1'b0 ? {done, 3'b011, character[(2 - a) * 5+:5]} : {done, 2'b00, encoded_mask[(2 - a) * 3+:3], encoded_value[(2 - a) * 3+:3]});
					b <= b + 1'b1;
					a <= (b[0] == 1'b1 ? a + 1 : a);
					state <= (a > 2 ? 3'b001 : 3'b111);
				end
				default: state <= 3'b001;
			endcase
	end
endmodule
module freq_calc (
	data_in,
	freq_in,
	node
);
	input wire [23:0] data_in;
	input wire [8:0] freq_in;
	output reg [56:0] node;
	always @(*) begin : sv2v_autoblock_1
		reg signed [31:0] i;
		for (i = 0; i < 3; i = i + 1)
			begin
				node[((2 - i) * 19) + 18-:5] = data_in[(2 - i) * 8+:8];
				node[((2 - i) * 19) + 13-:3] = freq_in[(2 - i) * 3+:3];
				node[((2 - i) * 19) + 9-:5] = 'b0;
				node[((2 - i) * 19) + 4-:5] = 'b0;
				node[((2 - i) * 19) + 10] = 1'b1;
			end
	end
endmodule
module node_sorter (
	clk,
	input_node,
	output_node
);
	input wire clk;
	input wire [56:0] input_node;
	output reg [56:0] output_node;
	reg [18:0] temp_node;
	always @(posedge clk) begin
		begin : sv2v_autoblock_1
			reg signed [31:0] i;
			for (i = 0; i < 3; i = i + 1)
				output_node = input_node;
		end
		begin : sv2v_autoblock_2
			reg signed [31:0] j;
			for (j = 0; j < 2; j = j + 1)
				begin : sv2v_autoblock_3
					reg signed [31:0] k;
					for (k = 0; k < 2; k = k + 1)
						if (((output_node[((2 - k) * 19) + 13-:3] == output_node[((2 - (k + 1)) * 19) + 13-:3]) && (output_node[((2 - k) * 19) + 18-:5] > output_node[((2 - (k + 1)) * 19) + 18-:5])) || (output_node[((2 - k) * 19) + 13-:3] > output_node[((2 - (k + 1)) * 19) + 13-:3])) begin
							temp_node = output_node[(2 - k) * 19+:19];
							output_node[(2 - k) * 19+:19] = output_node[(2 - (k + 1)) * 19+:19];
							output_node[(2 - (k + 1)) * 19+:19] = temp_node;
						end
				end
		end
	end
endmodule
module merge_nodes (
	min_node,
	second_min_node,
	merged_node
);
	input wire [18:0] min_node;
	input wire [18:0] second_min_node;
	output wire [18:0] merged_node;
	assign merged_node[18-:5] = min_node[18-:5] + second_min_node[18-:5];
	assign merged_node[13-:3] = min_node[13-:3] + second_min_node[13-:3];
	assign merged_node[9-:5] = min_node[18-:5];
	assign merged_node[4-:5] = second_min_node[18-:5];
	assign merged_node[10] = 1'b0;
endmodule
`default_nettype none
module toplevel_chip (
    input [13:0] io_in,
    output [13:0] io_out
);
    my_chip mchip (
        .io_in(io_in[11:0]),
        .io_out(io_out[11:0]),
        .clock(io_in[12]),
        .reset(io_in[13])
    );
    assign io_out[13:12] = 2'b00;
endmodule
```
**run.sh**
```bash
#!/bin/bash
# OpenROAD 26Q1-2900-gdf79404cd8, Yosys 0.63+post, stock flow scripts
make -C /OpenROAD-flow-scripts/flow DESIGN_CONFIG=/design/flow/config.mk WORK_HOME=/design/flow/orfs finish
```
**config.mk**
```make
export PLATFORM = sky130hd
export DESIGN_NAME = toplevel_chip
export DESIGN_NICKNAME = toplevel_chip
export VERILOG_FILES = /design/flow/design.v
export SDC_FILE = /design/flow/constraint.sdc
export NUM_CORES = 4
export LEC_CHECK = 1
export CORE_UTILIZATION = 50
```
**constraint.sdc**
```tcl
current_design toplevel_chip

set clk_period 11.2
set clk_io_pct 0.2

create_clock -name clk0 -period $clk_period [get_ports {io_in}]

set non_clock_inputs [all_inputs -no_clocks]
set_input_delay [expr $clk_period * $clk_io_pct] -clock clk0 $non_clock_inputs
set_output_delay [expr $clk_period * $clk_io_pct] -clock clk0 [all_outputs]
```
==> impl_metrics.tcl <==
# flow metrics
set metrics [dict create \
    status "finished, violations left" \
    violations "negative hold slack" \
    ant_nets 0 \
    grt_pass1_vias 19100 \
    crit_family "AND-OR/OR-AND gates" \
    num_vias 17200 \
    synth-seq-area-share_pct 32.4 \
    min_period_ns 9.36 \
    antenna_found_initial 0 \
    critPathMaxStageDelay_ns 0.64 \
    core-area_um2 37600 \
    timing.fmax_mhz 107 \
    gp_congestion 0.938 \
    syn-cell-area_um2 19000 \
    power_mw 5.28 \
    skew_ns 0.00653 \
    dr.first_iter.drc_count 1372 \
    ios 28 \
    firstDrtPassIters 8 \
    drc_errors 0 \
    avgViaCountPerCell 5.94 \
    clkTransAtPathRegs_ns 0.05 \
    relSlewSlack_pct 38.0 \
    cp-start-kind "register" \
    wl_per_cell_um 20.5 \
    ys_area_um2 19000 \
    yosys_warnings 24 \
    synth_area_per_cell_um2 8.33 \
    rsz0062_at_grt "false" \
    cp_slowest_cell "o21a_1" \
    overflow 0 \
    tns_ns 0 \
    flop_cell "dfxtp_1" \
    cts_tree "done" \
    critical_path_class "register to register" \
    routed_wl_mm 59.4 \
    syn2layout_area_growth_pct 25.6 \
    grt_pass1_wl_mm 95.0 \
    core.rowCount 71 \
    crit_fanout 27 \
    p_leak_nw 9.47 \
    synth-seq-cells 291 \
    clk_latency_ns 0.44 \
    edf_count 34 \
    cap_violations 0 \
    slew_violations 0 \
    hp-class "clock port to register" \
    hpwl_mm 36.9 \
    worst_pin_slew_ns 0.928 \
    fp_util_pct 50.6 \
    cellPowerDensity_nw_per_um2 221 \
    synth_cell_types 82 \
    post-cts-setup-buffer-count 0 \
    chip_area_um2 38800 \
    die_h_um 197 \
    hold_ws_ns -0.00869 \
    synth_cells 2283 \
    crit_buf_inv 3 \
    required_ns 11.52 \
    port_buffers 8 \
    cts_hold_buffers 0 \
    cts_resized 0 \
    warnings 1512 \
    yosysCellCount 2283 \
    antennaDiodeCount 0 \
    worst_ep_arrival_time_ns 9.68 \
    finalHoldViolations 2 \
    ys_async_sr_fraction_pct 0 \
    min_period_over_period_pct 83.5 \
    track_usage_pct 32.8 \
    vdd_drop_max_mv 0.151 \
    die_x_um 197 \
    end_kind "register" \
    setup_viol 0 \
    fillers 2867 \
    drive_gt1_share_pct 13.5 \
    grt_start_max_net_pins 49 \
]
## per-layer routing
layer	GRT usage [%]	routed length, µm	vias up	share of wire (%)
met4	20.5	2230	2	3.8
met2	42.6	25800	740	43
li1	-	-	8098	-
met3	17.1	5210	194	8.8
met5	1.79	27	-	0.045
met1	43.0	26100	8143	44
## power breakdown
part           internal, mW  switching [mW]
Clock                  2.95            1.13
Sequential             1.20               0
Combinational             0       0.0000349
Total                  4.15            1.13
## final timing paths
path | endpoint | from | cells after the start | slack [ns]
worst min-delay path | mchip.DUT.character[7] | io_in[13] | 3 | -0.009
worst max-delay path | mchip.DUT.node_sorter_ins.output_node[26] | mchip.DUT.in_huff_tree[34] | 38 | 1.84
worst max register to register | mchip.DUT.node_sorter_ins.output_node[26] | mchip.DUT.in_huff_tree[34] | 38 | 1.84
worst min register to register | mchip.DUT.in_huff_tree[24] | mchip.DUT.node_sorter_ins.output_node[5] | 1 | 0.44
## synth_stat cells (16+ instances only)
master / number / share of area [%]
dfxtp_1: 257 / 27
nand2_1: 235 / 4.6
nor2_1: 201 / 4.0
a21oi_1: 194 / 5.1
xor2_1: 145 / 6.7
clkbuf_1: 130 / 2.6
xnor2_1: 126 / 5.8
mux2i_1: 101 / 5.3
nor3_1: 72 / 1.9
ha_1: 69 / 4.5
o21ai_0: 68 / 1.8
inv_1: 67 / 1.3
nand3_1: 55 / 1.4
a211oi_1: 43 / 1.7
buf_2: 41 / 1.1
mux2_2: 41 / 2.4
edfxtp_1: 34 / 5.4
a22o_1: 33 / 1.5
nor2b_1: 26 / 0.86
buf_1: 25 / 0.49
a32o_1: 22 / 1.2
o22ai_1: 21 / 0.69
buf_4: 20 / 0.79
nand4_1: 19 / 0.63
nand2b_1: 16 / 0.53
o211ai_1: 16 / 0.63
## logic make-up (layout without fill, tap and decap cells)
| logic type | after synthesis | in the layout | synth area share [%] |
|---|---|---|---|
| buffers and inverters | 289 | 384 | 6.42 |
| DFF | 291 | 291 | 32.4 |
| xor gates and xnor gates | 272 | 272 | 12.6 |
| AOI/OAI and AO/OA | 521 | 521 | 18.2 |
| other | 1 | 6 | 0.0197 |
| and+or+nand+nor | 680 | 680 | 16.1 |
| adders and majority gates | 74 | 74 | 5.07 |
| muxes | 155 | 155 | 9.25 |
## flip-flops by register name, indices dropped and copies added (netlist names), 2 cells and up
signal and count:
mchip.DUT.io_out 8, mchip.DUT.freq_in 9, mchip.DUT.encoded_value 9, mchip.DUT.huff_tree 96, mchip.DUT.c 3, mchip.DUT.a 3, mchip.DUT.data_in 15, mchip.DUT.in_huff_tree 47
mchip.DUT.state 7, mchip.DUT.character 15, mchip.DUT.encoded_value_h 10, mchip.DUT.count 2, mchip.DUT.encoded_mask 9, mchip.DUT.node_sorter_ins.output_node 57
## placed cells by master (no fill, tap or decap), types with 14 or more instances in the layout
cell type / instances
a22o_1: 33
a21oi_1: 194
nor2_1: 201
nand2b_1: 16
edfxtp_1: 34
o211ai_1: 16
nor3_1: 69
clkbuf_16: 155
mux2i_1: 101
nor2b_1: 26
a211o_1: 14
o32ai_1: 15
ha_1: 69
xnor2_1: 126
nand2_1: 235
mux2_2: 41
o22ai_1: 20
o21ai_0: 68
nand3_1: 55
a32o_1: 22
xor2_1: 145
o21a_1: 15
clkbuf_1: 47
buf_4: 46
inv_1: 79
nand4_1: 19
dfxtp_1: 255
a211oi_1: 43
## area by class of cell
type | instances | area, µm² | area share (%)
multi-input combinational | 1708 | 11700 | 49.0
tap | 511 | 639 | 2.68
inverter | 70 | 263 | 1.10
clock buffer | 209 | 4150 | 17.4
timing repair buffer | 54 | 425 | 1.78
sequential | 291 | 6170 | 25.8
clock inverter | 51 | 537 | 2.25
## worst reg2reg max path, delay by kind of cell (launching register included)
family | cells | cell delay (ns)
simple gates | 9 | 1.69
fa+ha+maj | 4 | 1.17
compound gates | 21 | 4.76
mux | 1 | 0.44
buf+inv | 3 | 0.75
flops | 1 | 0.40
## stage by stage
stage / instance area (µm²) / util (%) / std cells / setup WS (ns)
6_report: 23900 / 63.6 / 2894 / 1.84
5_1_grt: 23900 / 63.6 / 2894 / 0.916
4_1_cts: 23900 / 63.6 / 2894 / 1.92
3_5_place_dp: 19200 / 51.1 / 2635 / 1.96
3_3_place_gp: 19200 / 51.1 / 2635 / 2.08
2_1_floorplan: 19000 / - / 2288 / 3.14
Power is estimated from default activity; no workload was simulated.
